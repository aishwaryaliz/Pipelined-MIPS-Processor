[design/flow/design.v]
`timescale 1ns / 1ps
module inst_mem_da(
    input [31:0] PC,
    input reset,
    output [31:0] Instruction_Code
    );
    reg [7:0] Mem [31:0];  
assign Instruction_Code = { Mem [PC], Mem [PC+1], Mem [PC+2], Mem [PC+3]};
always @(reset)
begin
if (reset ==0)
begin 
Mem[0] = 8'b10001100; Mem[1] = 8'b00000001; Mem[2] = 8'b00000000; Mem[3] = 8'b00000000;
Mem[4] = 8'b00000000; Mem[5] = 8'b00100000; Mem[6] = 8'b00010000; Mem[7] = 8'b00100000; 
Mem[8] = 8'b00000000; Mem[9] = 8'b01000001; Mem[10] = 8'b00010000; Mem[11] = 8'b00100010;
Mem[12] = 8'b00001000; Mem[13] = 8'b01000000; Mem[14] = 8'b00000000; Mem[15] = 8'b01010000;
Mem[16] = 8'b00000000; Mem[17] = 8'b01000001; Mem[18] = 8'b00011000; Mem[19] = 8'b00100000;
Mem[20] = 8'b00000000; Mem[21] = 8'b01000001; Mem[22] = 8'b00100000; Mem[23] = 8'b00100000;
Mem[24] = 8'b10101100; Mem[25] = 8'b00100100; Mem[26] = 8'b00000000; Mem[27] = 8'b00000000;
end
else
begin
Mem[0] = 8'b10001100; Mem[1] = 8'b00000001; Mem[2] = 8'b00000000; Mem[3] = 8'b00000000;  
Mem[4] = 8'b00000000; Mem[5] = 8'b00100000; Mem[6] = 8'b00010000; Mem[7] = 8'b00100000;  
Mem[8] = 8'b00000000; Mem[9] = 8'b01000001; Mem[10] = 8'b00010000; Mem[11] = 8'b00100010;  
Mem[12] = 8'b00001000; Mem[13] = 8'b01000000; Mem[14] = 8'b00000000; Mem[15] = 8'b00000101;  
Mem[16] = 8'b00000000; Mem[17] = 8'b01000001; Mem[18] = 8'b00011000; Mem[19] = 8'b00100000;  
Mem[20] = 8'b00000000; Mem[21] = 8'b01000001; Mem[22] = 8'b00100000; Mem[23] = 8'b00100000;  
Mem[24] = 8'b1010_1100; Mem[25] = 8'b1010_0001; Mem[26] = 8'b0000_0000; Mem[27] = 8'b0000_0000;  
end
end
endmodule
`timescale 1ns / 1ps
module inst_fetch_da(
    input clk,
    input reset,
    input PCSrc,
    input pc_write,
    input [31:0] branch_address,
    output [31:0] Instruction_Code
    );
reg [31:0] PC;
initial PC = 0;
inst_mem_da mem(.PC(PC), .reset(reset), .Instruction_Code(Instruction_Code));  
always @(posedge clk, negedge reset)
begin
if (reset==0)
PC <= 0;
else
begin
    if (pc_write==1)
    begin
    if (PCSrc==0)
    PC <= PC + 4;
    else
    PC <= branch_address;
    end
end
end
always @(PCSrc)
begin
    if(PCSrc)
        PC<=branch_address;
end
endmodule
module branch_address_da(
    input [20:0] address_field,
    input [31:0] branch_register_data,
    input Branch,
    output if_flush,
    output id_flush,
    output [31:0] branch_address,
    output PCSrc
    );
    assign PCSrc = ((branch_register_data == 32'b0) & Branch);
    assign branch_address = { 9'b0 ,( address_field << 2)};
    assign if_flush = ~PCSrc;  
    assign id_flush = ~PCSrc;
endmodule
[design/flow/run.sh]
#!/bin/bash
# OpenROAD 26Q1-2900-gdf79404cd8, Yosys 0.63+post, stock flow scripts
make -C /OpenROAD-flow-scripts/flow DESIGN_CONFIG=/design/flow/config.mk WORK_HOME=/design/flow/orfs finish
[design/flow/config.mk]
export PLATFORM = sky130hd
export DESIGN_NAME = inst_fetch_da
export DESIGN_NICKNAME = inst_fetch_da
export VERILOG_FILES = /design/flow/design.v
export SDC_FILE = /design/flow/constraint.sdc
export NUM_CORES = 4
export LEC_CHECK = 1
export CORE_AREA = 10 10 103 103
export DIE_AREA = 0 0 113 113
[design/flow/constraint.sdc]
current_design inst_fetch_da

set clk_period 5.1
set clk_io_pct 0.2

create_clock -name clk0 -period $clk_period [get_ports {clk}]

set non_clock_inputs [all_inputs -no_clocks]
set_input_delay [expr $clk_period * $clk_io_pct] -clock clk0 $non_clock_inputs
set_output_delay [expr $clk_period * $clk_io_pct] -clock clk0 [all_outputs]
==> qor.txt <==
Yosys cell types: 58
Yosys chip area: 1715 um2
number of enable flip-flop cells: 0
Ys Warns: 3
error msg: ERROR: Found 5 problems in 'check -assert'.
last stage reached: synthesis
status: stopped before the end
asr flop ratio synth: 50.00%
Post-synth regs: 10
yosys stat cell total: 275
Most common reg cell: dlxtp_1
==> Yosys cell counts (all sizes together) (3+ instances only) <==
library cell	instances	area share, %
nand2	42	9.2
nor2	38	8.3
o21ai	29	8.5
a21oi	23	6.7
clkbuf	17	3.7
nor3	11	3.2
o22ai	8	2.9
xnor2	8	4.5
buf	7	2.4
ha	7	5.1
nand2b	6	2.2
nand3	6	1.8
dfrtp	5	7.3
dlxtp	5	4.4
inv	4	0.88
mux2	4	2.8
xor2	4	2.0
a31oi	3	1.1
nand3b	3	1.3
o221ai	3	1.9
or3	3	1.1
==> logic make-up after synthesis <==
family	Yosys count	share of synthesized area [%]
latches	5	4.376
flops	5	7.294
compound gates	88	32.39
buf+inv	29	7.220
mux	6	4.011
xor+xnor	12	6.565
fa+ha+maj	7	5.106
simple gates	123	33.04
