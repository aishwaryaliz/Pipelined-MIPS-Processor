[flow/design.v]
`timescale 1ns / 1ps
module mux_da(
    input [31:0] in1,
    input [31:0] in2,
    input control,
    output [31:0] out
    );
assign out = control ? in2 : in1;
endmodule
module mux_da_41(
    input [31:0] in1,
    input [31:0] in2,
    input [31:0] in3,
    input [31:0] in4,
    input [1:0] control,
    output [31:0] out
    );
    assign out = control[1] ? (control[0]? in4:in3) : (control[0]? in2: in1);
endmodule
[flow/run.sh]
#!/bin/bash
# OpenROAD 26Q1-2900-gdf79404cd8, Yosys 0.63+post, stock flow scripts
make -C /OpenROAD-flow-scripts/flow DESIGN_CONFIG=/design/flow/config.mk WORK_HOME=/design/flow/orfs finish
[flow/config.mk]
export PLATFORM = sky130hd
export DESIGN_NAME = mux_da_41
export DESIGN_NICKNAME = mux_da_41
export VERILOG_FILES = /design/flow/design.v
export SDC_FILE = /design/flow/constraint.sdc
export NUM_CORES = 4
export LEC_CHECK = 1
export CORE_AREA = 10 10 76 76
export DIE_AREA = 0 0 86 86
[flow/constraint.sdc]
current_design mux_da_41

set clk_period 1.5
set clk_io_pct 0.2

create_clock -name clk0 -period $clk_period

set non_clock_inputs [all_inputs -no_clocks]
set_input_delay [expr $clk_period * $clk_io_pct] -clock clk0 $non_clock_inputs
set_output_delay [expr $clk_period * $clk_io_pct] -clock clk0 [all_outputs]
==> Changelog: implementation <==
### Physical design

- Dpl cell area: 0.00248 mm²
- Setup crit end kind: primary output
- Die Area: 0.00740 mm²
- Slew margin rel.: 90.2%
- Detail-routed via count per cell: 4.72
- Total Wirelength: 5870 µm
- Period utilization: 99.2%
- CP top delay family: multiplexers
- Largest net degree at the start of global routing: 11
- Comb pwr share: 100.0%
- DRT iter0 DRCs: 29
- # hold bufs at CTS: 0
- Pre-antenna DRT Iters: 4
- Slowest-stage cell, CP: mux4_2
- Global-route wire length before repair: 8600 µm
- Critical Path Max Stage Delay: 0.50 ns
- Fp_density: 19.8%
- CP Buf/Inv Count: 3
- Pleak: 1.10 nW
- Number of cells in Yosys stat: 39
- IO Port Bufs: 162
- Die height: 86 µm
- Tightest Hold Check Type: in -> out
- Slew Limit Fails: 0
- F_max: 672 MHz
- Critical path fanouts, max: 6
- Row cnt: 23
- CP Cell Sequence: buf_12 -> buf_12 -> mux4_2 -> buf_2
- Remaining Overflow, GRT: 0
- Status: finished clean
- Worst EP arrival: 1.19 ns
- Setup violators final: 0
- WP data required: 1.20 ns
- Area grow syn2layout: 178%
- Number of global-route vias before repair: 1322
- Startpoint Class: primary input
- Flip-flops: 0
- Clock buf count: 0
- Yosys stat chip area: 815 µm²
- Syn_area_per_cell: 20.9 µm²
- Post-synth top cells: 30 x mux4_2, 3 x buf_12, 3 x buf_2
- Via Count: 1204
- FF+latch area: 0 µm²
- Cell type with the largest total area: mux4_2
- Most Frequent Cell on Critical Path: buf_12
- Least-Margin Pin Slew: 0.147 ns
- Final Non-Filler Cells: 255
- Post-route cell area: 0.00226 mm²
- Post-synthesis sequential area ratio: 0%
- Post-route ant nets: 0
- Switching share of total power: 25.2%
- Final HPWL DP: 5420 µm
- Synth Cell Area: 815 µm²
- PD cells: 240 mW/mm²
- Yosys top cell by instances: mux4_2
- RSZ-0062 raised after global routing: true
- Clk pwr share: 0%
- Area leader share: 82.9%
- Largest cells by area: mux4_2 83%, buf_12 7.4%, mux4_1 6.5%, buf_2 1.8%, buf_6 1.4%
- Ports: 162
- Netlist cell types: 5
- Sequential share of power: 0%
- Layout cells sized above 1: 37.3%
- Period minus WS final: 1.49 ns
- Drt wl/cell: 23.0 µm
- Core Area: 0.00412 mm²
- Int Power: 0.000405 W
- Worst setup path category: in -> out
- Switching Power: 0.000136 W
- Dpl cells: 252
- Min-Delay Startpoint: in1[25]
- Hold_ws: 1.09 ns
- Die Width: 86 µm
- Max-Cap Viols: 0
- Gpl congestion: 0.859
- Antenna violations before repair: 2
- Log Warnings: 34
- Worst vdd ir: 0.117 mV
- Cell count after synthesis: 39
- Yosys warns: 0
- DRC: 0
- Critical Path Source: control[0]
- GR Util All Layers: 15.2%
- Final Hold Viols: 0
power by group through the flow:
stage         combinational, W  sequential [W]        clock [W]
CTS                   0.000544               0                0
global route          0.000588               0                0
finish                0.000541               0  0.0000000000896
cell usage in the layout, fill, tap and decap left out:
| master | instances |
|---|---|
| buf_12 | 4 |
| buf_16 | 1 |
| buf_2 | 32 |
| buf_6 | 5 |
| buf_8 | 2 |
| diode_2 | 1 |
| dlygate4sd2_1 | 128 |
| mux4_2 | 32 |
per-layer routing:
metal | vias up | GRT usage, % | share of wire, %
met3 | 6 | 7.53 | 12
met1 | 565 | 17.7 | 36
met5 | - | 0 | 0.43
met4 | 4 | 0.599 | 0.49
li1 | 540 | - | -
met2 | 89 | 25.8 | 51
cell families after synthesis:
| kind of cell | synth area share, % |
|---|---|
| muxes | 89.4 |
| buffers and inverters | 10.6 |
metrics by stage:
step / setup slack [ns] / total power [W] / util (%) / setup TNS (ns)
2_1_floorplan: 0.183 / 0.000189 / - / 0
3_3_place_gp: -0.625 / 0.000713 / 60.3 / -18.22
3_5_place_dp: -0.625 / 0.000718 / 60.3 / -18.17
4_1_cts: 0.00139 / 0.000544 / 54.3 / 0
5_1_grt: -0.0185 / 0.000588 / 54.9 / -0.142
6_report: 0.0124 / 0.000541 / 54.9 / 0
area by class of cell:
type               instances  area [µm²]
diodes                     1        2.50
fillers                  414        1850
multi-input cells         32         721
well taps                 50        62.6
repair buffers           172        1480
final timing paths:
path	endpoint	slack (ns)	cells after the start
setup / recovery	out[7]	0.01	4
hold / removal	out[25]	1.09	3
tightest hold or removal path: cells and delay by family:
| family | cells | cell delay, ns |
|---|---|---|
| buffers and inverters | 2 | 0.28 |
| muxes | 1 | 0.21 |
timing repair:
item	in CTS	in global routing
endpoints found under the setup margin	32	22
hold endpoints to repair	0	0
resized	247	9
buffers inserted	0	0
gates cloned	2	0
Power and IR drop assume default switching activity.
