File: design/flow/run.sh
#!/bin/bash
# OpenROAD 26Q1-2900-gdf79404cd8, Yosys 0.63+post, stock flow scripts
make -C /OpenROAD-flow-scripts/flow DESIGN_CONFIG=/design/flow/config.mk WORK_HOME=/design/flow/orfs finish
File: design/flow/config.mk
export PLATFORM = sky130hd
export DESIGN_NAME = alu_da
export DESIGN_NICKNAME = alu_da
export VERILOG_FILES = /design/flow/design.v
export SDC_FILE = /design/flow/constraint.sdc
export NUM_CORES = 4
export LEC_CHECK = 1
export CORE_UTILIZATION = 30
File: design/flow/constraint.sdc
current_design alu_da

set clk_period 29.0
set clk_io_pct 0.2

create_clock -name clk0 -period $clk_period

set non_clock_inputs [all_inputs -no_clocks]
set_input_delay [expr $clk_period * $clk_io_pct] -clock clk0 $non_clock_inputs
set_output_delay [expr $clk_period * $clk_io_pct] -clock clk0 [all_outputs]
File: design/flow/design.v
`timescale 1ns / 1ps
module alu_da(
    input [31:0] A,
    input [31:0] B,
    input control,
    output reg [31:0] result,  
    output zerof
    );
always @ (*)  
begin
case (control)
    0: result <= A+B;  
    1: result <= A-B;  
    default: result <= A+B; 
endcase
end
assign zerof =~(|result);
endmodule
==> run notes <==
run results: status finished, final reports clean, PostCTS Resize Cnt 0, hold buffer count at CTS 0, total wire length 9.14 mm, biggest area cells ha_1, xnor2_1, a21oi_1, tool warnings 32, CP max stage delay 570 ps, CP cell instances clkdlybuf4s50_1 -> inv_1 -> ha_1 -> nand2b_1 -> or4_1 -> nor2_1 -> nand2_1 -> o21bai_1 -> xor2_1 -> ha_1 -> and3_1 -> nand2_1 -> or4b_1 -> and2_1 -> xnor2_1 -> or3_1 -> a2111oi_2 -> nand4b_1 -> nor4_2 -> clkdlybuf4s50_1, DIE AREA 9880 um2, num rows 35, antenna violation net count after detailed routing 0, critical path class in2out, fp_density 0.309, endpoint class of the critical path output pin, leading area contributor after synthesis ha_1, number of diodes 0, post-DR vias/cell 5.41, Final Setup Violations 0, Die Ht 99.4 um, DP Area 3900 um2, synthesized instance count 426, dpl hpwl 7.97 mm, Core ar. 9200 um2, Rel. slew slack 0.503, YS chip area 2850 um2, Placer Congestion 0.964, final core area utilization 0.424, Leakage 0.00152 uW, Final Hold Viols 0, area delta synth->final 37.2%, ratio of cells with drive above 1 in the final layout 0.0237, Total GRT Usage 0.189, Layout clock buffers 0, crit path DRT 23200 ps, post-route setup TNS 0 ps, critical path startpoint category primary input, Starting DRT DRC Count 182, syn_area_per_cell 6.68 um2, vias in the first global route 3067, Synth cell types 70, num ports 98, ys cells 426, Final Max Tran Viols 0, DR vias 3346, registers 0, Critical Path Slowest Stage Cell or4b_1, CP delay by family, top simple AND/OR/NAND/NOR gates, largest net degree at the start of global routing 32, hold path endpoint result[0], Max IR drop VDD 0.00948 mV, DRC 0, min-delay worst type in2out, Max Cap Viol 0, Synth top cell by count a21oi_1, sequential-to-total area share from yosys stat 0, die x size 99.4 um, Worst Tran Pin Value 736 ps, initial antenna violation count 0, Critical Path Fanout Max 11, port bufs 98, Final Cell Area 3900 um2, top cells by count, synth a21oi_1, nor2_1, xnor2_1, ha_1, nand2_1, WHS Path Cells 5, top cell type's share of synthesized area 0.141, pwr dens 31.6 nW/um2, DR WL/cell 14.8 um, minimum clock period 16870 ps, Period Utilization, post-route 0.582, fmax 59.3 MHz, total gr overflow 0, WP buf/inv 3, Hold Path Origin A[0], setup bufs post-CTS 0, RSZ-0062 raised after global routing no, DR pass1 iterations 4, first-pass GRT wire length 15.2 mm, Syn. warnings 1, WP data arrival 11070 ps, synthesized cell area 2850 um2, Reg area 0 um2
placed cells by master (no fill, tap or decap), types with 3 or more instances in the layout:
cell type / netlist / final
a211oi_1: 6 / 6
a21o_1: 14 / 14
a21oi_1: 44 / 44
a31oi_1: 7 / 7
a41oi_1: 3 / 3
and2_1: 10 / 10
and3_1: 9 / 9
clkdlybuf4s50_1: 0 / 98
ha_1: 32 / 32
inv_1: 14 / 14
mux2i_1: 3 / 3
nand2_1: 32 / 32
nand2b_1: 6 / 6
nand3_1: 10 / 10
nand3b_1: 3 / 3
nand4_1: 7 / 7
nand4b_1: 4 / 4
nor2_1: 40 / 40
nor2b_1: 6 / 6
nor3_1: 19 / 19
nor4_1: 6 / 6
o21ai_0: 18 / 18
o21ai_1: 4 / 4
o21bai_1: 5 / 5
or3_1: 9 / 9
xnor2_1: 39 / 39
xor2_1: 8 / 8
power breakdown:
group	internal [uW]	switching, uW
Clock	0	0
Sequential	0	0
Combinational	64.3	59.0
Total	64.3	59.0
final cells by class:
cell class / count / area [um2]
repair buffers: 99 / 988
inverters: 14 / 52.6
fillers: 955 / 5290
well taps: 111 / 139
multi-input cells: 394 / 2720
per-stage QoR:
step | worst slack (ps) | hold WS, ps | cells | power, uW
3_3_place_gp | 12250 | 12610 | 618 | 123
2_1_floorplan | 13770 | 11720 | 426 | 67.6
4_1_cts | 12130 | 12620 | 618 | 123
3_5_place_dp | 12130 | 12610 | 618 | 122
5_1_grt | 11720 | 12670 | 618 | 136
6_report | 12130 | 12630 | 618 | 123
cells by family after synthesis:
| kind of cell | after synthesis | synth area share |
|---|---|---|
| compound gates | 136 | 0.326 |
| mux | 3 | 0.0106 |
| xor+xnor | 47 | 0.145 |
| simple gates | 175 | 0.328 |
| buf+inv | 32 | 0.0431 |
| fa+ha+maj | 33 | 0.148 |
how the worst max path moves through the flow:
stage	start	endpoint	cells past startpoint
after CTS	B[0]	zerof	20
after global routing	B[2]	zerof	17
final	B[0]	zerof	20
per-layer routing:
| layer | GRT usage | wire length [um] |
|---|---|---|
| met1 | 0.313 | 4860 |
| met4 | 0.0147 | 42 |
| met5 | 0 | 0 |
| met3 | 0.00572 | 423 |
| met2 | 0.280 | 3820 |
tightest hold or removal path: cells and delay by family:
family,cells,cell delay [ps]
buffers and inverters,4,910
adder cells (fa/ha/maj),1,120
No activity file was given, so power comes from the tool's default toggle rates.
